===== design/flow/run.sh =====
#!/bin/bash
# OpenROAD 26Q1-2900-gdf79404cd8, Yosys 0.63+post, stock flow scripts
make -C /OpenROAD-flow-scripts/flow DESIGN_CONFIG=/design/flow/config.mk WORK_HOME=/design/flow/orfs finish

===== design/flow/config.mk =====
export PLATFORM = sky130hd
export DESIGN_NAME = DPR2KV
export DESIGN_NICKNAME = DPR2KV
export VERILOG_FILES = /design/flow/design.v
export SDC_FILE = /design/flow/constraint.sdc
export NUM_CORES = 4
export LEC_CHECK = 1
export CORE_UTILIZATION = 40
export SYNTH_MEMORY_MAX_BITS = 65536

===== design/flow/constraint.sdc =====
current_design DPR2KV

set clk_period 239.8
set clk_io_pct 0.2

create_clock -name clk0 -period $clk_period [get_ports {CL0}]
create_clock -name clk1 -period $clk_period [get_ports {CL1}]

set non_clock_inputs [all_inputs -no_clocks]
set_input_delay [expr $clk_period * $clk_io_pct] -clock clk0 $non_clock_inputs
set_output_delay [expr $clk_period * $clk_io_pct] -clock clk0 [all_outputs]

===== design/flow/design.v =====
`timescale 1 ps / 1 ps
module DPR2KV2
(
	input			CL0,
	input  [10:0]	AD0,
	input			EN0,
	input			WR0,
	input  [7:0]	DI0,
	output [7:0]	DO0,
	input			CL1,
	input  [10:0]	AD1,
	output [7:0]	DO1
);
dpram #(11,8) dpr2k2(
	.clock_a(CL0),
	.address_a(AD0),
	.enable_a(EN0),
	.wren_a(WR0),
	.data_a(DI0),
	.q_a(DO0),
	.clock_b(CL1),
	.address_b(AD1),
	.enable_b(1'b1),
	.wren_b(1'b0),
	.data_b( 8'h0),
	.q_b(DO1)
);
endmodule
module DPR2KV
(
	input				CL0,
	input	[10:0]		AD0,
	input				EN0,
	input				WR0,
	input  [7:0]		DI0,
	output [7:0]		DO0,
	input				CL1,
	input	[10:0]		AD1,
	output [7:0]		DO1
);
DPR2K ram(
	CL0, AD0,  EN0,  WR0,  DI0, DO0,
	CL1, AD1, 1'b1, 1'b0, 8'h0, DO1
);
endmodule
module DPR2K
(
	input					CL0,
	input	[10:0]		AD0,
	input					EN0,
	input					WR0,
	input  [7:0]		DI0,
	output reg [7:0]	DO0,
	input					CL1,
	input	[10:0]		AD1,
	input					EN1,
	input					WR1,
	input  [7:0]		DI1,
	output reg [7:0]	DO1
);
reg [7:0] core[0:2047];
always @( posedge CL0 ) begin
	if (EN0) begin
		DO0 <= core[AD0];
		if (WR0) core[AD0] <= DI0;
	end
end
always @( posedge CL1 ) begin
	if (EN1) begin
		DO1 <= core[AD1];
		if (WR1) core[AD1] <= DI1;
	end
end
endmodule
module LBUF1K
(
	input				CL0,
	input	 [9:0]	AD0,
	input				WR0,
	input  [7:0]	DI0,
	input				CL1,
	input	 [9:0]	AD1,
	input				WR1,
	input  [7:0]	DI1,
	output [7:0]	DO1
);
dpram #(10,8) lbuf(
	.clock_a(CL0),
	.address_a(AD0),
	.enable_a(1'b1),
	.data_a(DI0),
	.wren_a(WR0),
	.q_a(),
	.clock_b(CL1),
	.address_b(AD1),
	.enable_b(1'b1),
	.data_b(DI1),
	.wren_b(WR1),
	.q_b(DO1)
);
endmodule

==> impl_metrics.toml <==
# yosys + openroad results
[run_status]
status = "complete, but fails checks"
violations = "antenna violations, max-capacitance violations, max-slew violations"

[global_routing]
grt-ovfl-total = 0
grt_pass1_vias = 516075
antenna_found_initial = 521
grt_usage = 0.3652
grt_pass1_wl_um = 4308000
grt_max_degree = 142

[run]
maxCapViolCount = 10
warnings = 121

[sta]
rsz0062_at_grt = "false"
worst_slack_ps = 182820
finalHoldViolCount = 0
clock_skew_ps = 173.7
relSlewSlack = -0.2178
setup_tns_ps = 0
setup_violations = 0
slew_violations = 43
tightest_slew_ps = 1821

[placement]
dpl.hpwl_um = 2200000
gp_congestion = 1.018
dp_slack_ps = 182580
port_buffers = 48

[drt]
avgRoutedWirePerCell_um = 45.25
drc = 0
ant_nets = 2
routed_wl_um = 3205000
vias = 474819
drt_iter0_drc = 39797
vias_per_cell = 6.705
dr.pass1.iters = 8

[pwr]
seqPwrFrac = 0.491
powerDensity_nw_per_um2 = 7.455
combPwrFrac = 0.087
switching_share = 0.2411
vdd_ir_drop_max_v = 0.000007529
p_total_mw = 6.434
p_sw_mw = 1.552
power.leakage_nw = 270.7
internal_power_mw = 4.883
p_clk_frac = 0.422

[setup_path]
r2r-end = "ram.DO1[1]$_DFF_P_"
worstPathArrival_ps = 57230
critPathCapture = "ram.DO1[3]$_DFF_P_"
cp-start-kind = "primary input"
startpoint = "AD1[0]"
critPathMaxFanout = 59
worstPathRequired_ps = 240050
r2r_slack_ps = 233510
end_kind = "flop"
rr_worst_depth = 11
worstSetupPathType = "primary input to flop"
r2r_start = "ram.core[1886][1]$_DFFE_PP_"

[floorplan]
initial_utilization = 0.4007
dieHeight_um = 1383
die_w_um = 1383
rows = 507
core_um2 = 1904000
dieArea_um2 = 1913000
io-pin-count = 50

[logic_synthesis]
top_area_frac = 0.6453
netlist_area_um2 = 762800
netlist_instances = 41209
yosys_area_um2 = 762800
synth-edff-count = 16392
ys_warn_count = 1
numSynthFlops = 16400
synth_area_per_cell_um2 = 18.51
yosysMostFrequentCell = "edfxtp_1"
synth_top_cell_by_area = "edfxtp_1"
ys.flop_type = "edfxtp_1"
area_leaders = "edfxtp_1 (65%), mux4_2 (19%), mux2i_1 (4.4%), a22oi_1 (1.5%), o221ai_1 (1.3%)"
synthArstFlopShare = 0
synthDistinctLibCells = 98
yosysSeqAreaShare = 0.6455
synthTopCellsByCount = "edfxtp_1 (16392), mux4_2 (6442), mux2i_1 (3324)"
yosysCellCount = 41209

[finish]
drive_gt1_frac = 0.2882
fin_util = 0.4534
syn_to_final_growth_pct = 13.14

[clock_network]
cts.sinks = 16400
cts_resized = 0
cts_hold_buffers = 0
cts_tree = "done"
postCtsSetupRepairBufs = 0
clkTransAtPathRegs_ps = 100

[min_path]
hold_class = "flop to flop"
hold_depth = 8
-- cell type report --
class | count | area [um^2]
Clock buffer | 2129 | 46300
Multi-Input combinational cell | 21157 | 252000
Inverter | 7 | 48.80
Timing Repair Buffer | 3465 | 27870
Antenna cell | 1158 | 2898
Clock inverter | 1051 | 9724
Tap cell | 25450 | 31840
Fill cell | 156980 | 1041000
Sequential cell | 16400 | 492400
-- how the worst min path moves through the flow --
stage	endpoint	slack [ps]	from
4_1_cts	ram.DO0[2]$_DFFE_PP_	1340	ram.core[416][2]$_DFFE_PP_
5_1_grt	ram.DO0[2]$_DFFE_PP_	1400	ram.core[447][2]$_DFFE_PP_
6_report	ram.DO0[2]$_DFFE_PP_	1370	ram.core[416][2]$_DFFE_PP_
-- per-layer routing --
metal,global-route usage,routed length (um),vias up
li1,-,-,182755
met1,0.3399,844400,239335
met2,0.4587,1333000,43394
met3,0.3652,728200,8659
met4,0.2496,270000,676
met5,0.1676,29140,-
-- state kept, by name, indices dropped and copies added (netlist names) --
| name | count |
|---|---|
| ram.DO1 | 8 |
| ram.core | 16384 |
| ram.DO0 | 8 |
-- power by group through the flow --
stage | clock network [mW] | registers, mW | logic, mW
after CTS | 2.72 | 3.16 | 0.537
after global routing | 2.83 | 3.16 | 0.567
final | 2.72 | 3.16 | 0.560
-- stage by stage --
stage          cell area [um^2]  cells  hold WS [ps]
6_report                 863100  70817          1365
5_1_grt                  861800  70312          1404
4_1_cts                  860100  69656          1340
3_5_place_dp             804100  66476          1389
3_3_place_gp             803100  66435          1414
2_1_floorplan            762800  41209         951.4
-- cells by family (layout without fill, tap and decap cells) --
family / Yosys count / in the layout / share of synthesized area
flops: 16400 / 16400 / 0.6455
other cells: 0 / 1158 / 0
simple gates: 4385 / 4385 / 0.02514
buf+inv: 3652 / 6652 / 0.02692
compound gates: 6811 / 6811 / 0.06330
mux: 9961 / 9961 / 0.2392
-- critical path, cell delays in order --
cell and delay (ps):
buf_16 290, buf_4 570, buf_12 560, buf_4 580, buf_4 610, buf_4 500
buf_4 560, buf_4 650, buf_4 640, buf_4 690, mux2i_1 180, o221ai_1 350
o22ai_1 210, o21ai_0 250, buf_4 150, a31oi_1 290, buf_4 290, nor4_2 780
buf_4 250, nor4_4 60, buf_4 210, a211oi_1 280
-- cells in the final DEF, fill, tap and decap left out, types with 484 or more instances in the layout --
master / n
a22oi_1: 1506
o221ai_1: 1120
mux2i_1: 3324
edfxtp_1: 16392
a31oi_1: 484
diode_2: 1158
nor2_1: 2544
o21ai_0: 509
o22ai_1: 845
a21oi_1: 1009
clkbuf_16: 1801
buf_4: 3296
mux4_2: 6442
Power figures rest on the tool's default switching activity, not on a simulated workload.
